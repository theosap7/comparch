### ./run.sh
#!/bin/bash
# OpenROAD 26Q1-2900-gdf79404cd8, Yosys 0.63+post, stock flow scripts
make -C /OpenROAD-flow-scripts/flow DESIGN_CONFIG=/design/flow/config.mk WORK_HOME=/design/flow/orfs finish
### ./config.mk
export PLATFORM = sky130hd
export DESIGN_NAME = if_stage
export DESIGN_NICKNAME = if_stage
export VERILOG_FILES = /design/flow/design.v
export SDC_FILE = /design/flow/constraint.sdc
export NUM_CORES = 4
export LEC_CHECK = 1
export CORE_AREA = 10 10 117 117
export DIE_AREA = 0 0 127 127
### ./constraint.sdc
current_design if_stage

set clk_period 8.8
set clk_io_pct 0.2

create_clock -name clk0 -period $clk_period [get_ports {clk}]

set non_clock_inputs [all_inputs -no_clocks]
set_input_delay [expr $clk_period * $clk_io_pct] -clock clk0 $non_clock_inputs
set_output_delay [expr $clk_period * $clk_io_pct] -clock clk0 [all_outputs]
### ./design.v
module if_stage  (input logic 	      clk,              
				  input logic 	      rst,              
				  input logic 	      mem_wb_valid_inst, 
			      input logic   	  ex_take_branch_out, 
				  input logic [31:0]  ex_target_PC_out,   
				  input logic [31:0]  Imem2proc_data,     
				  input logic stall,
				  output logic [31:0] proc2Imem_addr,     
				  output logic [31:0] if_PC_out,          
				  output logic [31:0] if_NPC_out,         
			      output logic [31:0] if_IR_out,          
				  output logic        if_valid_inst_out   
				  );
logic [31:0] PC_reg; 				    
logic [31:0] PC_plus_4;
logic [31:0] next_PC;
logic 	PC_enable;
assign proc2Imem_addr ={PC_reg[31:2], 2'b0};
assign if_IR_out = Imem2proc_data;
assign PC_plus_4 = PC_reg + 4;
assign next_PC = (ex_take_branch_out) ? ex_target_PC_out : PC_plus_4;
assign PC_enable = (ex_take_branch_out)|(!ex_take_branch_out&!stall);
assign if_PC_out = PC_reg;
assign if_NPC_out = PC_plus_4;
always_ff @(posedge clk) begin
	if(rst)
		PC_reg <= 0;        
	else if(PC_enable)
		PC_reg <= next_PC;  
end 
always_ff @(posedge clk) begin
	if (rst)
		if_valid_inst_out <= 1; 
	else
		if_valid_inst_out <= 1; 
end
endmodule   
==> impl_metrics.env <==
# source this file to load flow results
export IMPL_ctsResizeCount=0
export IMPL_synth_seq_cells=32
export IMPL_grt_overflow_total=0
export IMPL_async_flop_share_pct=0
export IMPL_area_delta_synth_final_pct=39.0
export IMPL_p_int_mw=0.351
export IMPL_synth_top_flop_cell="dfxtp_1"
export IMPL_dieArea_um2=16100
export IMPL_finalClockPeriodUsage_pct=51.5
export IMPL_die_x_um=127
export IMPL_clockPowerShare_pct=39.0
export IMPL_tightest_slew_ns=0.652
export IMPL_combPwrFrac_pct=22.7
export IMPL_drive_gt1_share_pct=5.44
export IMPL_drt_total_wl_um=9480
export IMPL_via_count=2703
export IMPL_h_tree_depth=2
export IMPL_synth_cells=369
export IMPL_num_antenna_cells=0
export IMPL_rrSetupSlack_ns=6.37
export IMPL_p_sw_share_pct=24.5
export IMPL_initial_core_util_pct=24.8
export IMPL_start_kind="flop"
export IMPL_rows=39
export IMPL_arrival_ns=2.77
export IMPL_worstSkewPairLatency_ns=0.27
export IMPL_place_hpwl_um=7250
export IMPL_io_pins=198
export IMPL_cts_tree="yes"
export IMPL_crit_fanout=10
export IMPL_drc=0
export IMPL_largest_register_ffs=32
export IMPL_antenna_found_initial=0
export IMPL_postCtsSetupRepairBufs=0
export IMPL_leakage_nw=1.33
export IMPL_vdd_drop_max_uv=84.4
export IMPL_portBuffers=129
export IMPL_avgRoutedWirePerCell_um=16.7
export IMPL_final_min_clock_period_ns=4.53
export IMPL_clock_root_buffer="clkbuf_16"
export IMPL_cts_inserted_buffers=5
export IMPL_seqPwrFrac_pct=38.4
export IMPL_antenna_left=0
export IMPL_finalNonFillerCells=566
export IMPL_clockBufferDepth=2
export IMPL_power_mw=0.465
export IMPL_status="finished clean"
export IMPL_first_iter_violations=125
export IMPL_grt_pass1_wl_um=15000
export IMPL_grt_pass1_vias=2709
export IMPL_enable_flop_cells=0
export IMPL_drtPass1Iterations=4
export IMPL_syn_area_um2=2810
export IMPL_maxSlewHeadroom_pct=56.2
export IMPL_rsz0062_at_grt="no"
export IMPL_dp_cells=559
export IMPL_worstSetupPathType="reg2out"
export IMPL_dieHeight_um=127
export IMPL_setup_tns_final_ns=0
export IMPL_synth_area_per_cell_um2=7.61
export IMPL_cp_required_ns=7.04
export IMPL_grtUsageTotal_pct=11.2
export IMPL_yosys_cells=369
export IMPL_fillCellCount=1169
export IMPL_min_path_type="reg2reg"
export IMPL_ys_warn_count=1
export IMPL_fmaxAchievable_ghz=0.221
export IMPL_yosys_cell_types_count=41
export IMPL_yosys_area_um2=2810
export IMPL_clock_skew_ns=0.00597
export IMPL_final_util_pct=34.5
export IMPL_cts_hold_buffers=0
export IMPL_viasPerCell=4.78
export IMPL_hold_viol_final=0
export IMPL_tool_warnings=26
export IMPL_drv_cap=0
export IMPL_postSynthSeqShare_pct=22.8
export IMPL_place_congestion=0.838
export IMPL_setup_viol=0
export IMPL_cts_sinks=32
export IMPL_drv_slew=0
export IMPL_clk_pin_slew_ns=0.05
export IMPL_power_density_nw_per_um2=119
export IMPL_core_region_area_um2=11300
export IMPL_grt_max_degree=36
export IMPL_cp_end_kind="primary output"
export IMPL_p_switching_mw=0.114
Yosys cell counts, drive strengths merged, types with 2 or more instances:
| master | n | area, µm² |
|---|---|---|
| o31ai | 2 | 15.0 |
| nor3 | 13 | 65.1 |
| or4 | 5 | 37.5 |
| mux2i | 3 | 30.0 |
| nor4 | 13 | 93.8 |
| o21ai | 6 | 30.0 |
| clkbuf | 21 | 80.1 |
| nor2 | 32 | 120 |
| or3 | 3 | 18.8 |
| a21oi | 7 | 35.0 |
| conb | 2 | 7.51 |
| a211oi | 15 | 113 |
| and4 | 8 | 70.1 |
| a221oi | 4 | 35.0 |
| nor2b | 3 | 18.8 |
| xor2 | 10 | 87.6 |
| dfxtp | 32 | 641 |
| and3 | 4 | 25.0 |
| nand2 | 21 | 81.3 |
| nand4 | 11 | 75.1 |
| a311oi | 8 | 70.1 |
| inv | 16 | 60.1 |
| buf | 72 | 527 |
| a2111oi | 8 | 70.1 |
| nand3 | 13 | 77.6 |
| xnor2 | 29 | 254 |
power groups by stage:
stage / Combinational (mW) / Clock, mW / Sequential, mW
CTS: 0.108 / 0.186 / 0.179
global route: 0.118 / 0.192 / 0.181
finish: 0.105 / 0.181 / 0.178
final timing paths:
path	startpoint	to	cells after the start
min	PC_reg[1]$_SDFFE_PP0P_	PC_reg[1]$_SDFFE_PP0P_	2
max reg2reg	PC_reg[2]$_SDFFE_PP0N_	PC_reg[28]$_SDFFE_PP0N_	6
min reg2reg	PC_reg[1]$_SDFFE_PP0P_	PC_reg[1]$_SDFFE_PP0P_	2
max	PC_reg[2]$_SDFFE_PP0N_	if_NPC_out[24]	7
worst max-delay path, cell delays in order (launching register included):
cell and delay (ns):
dfxtp_1 0.48, ha_1 0.30, nand4_2 0.28, nor4_1 0.31, buf_4 0.22, nor3b_1 0.24
xnor2_1 0.16, clkdlybuf4s50_1 0.50
metrics by stage:
stage / area, µm² / hold WS (ns) / setup slack (ns)
CTS: 3900 / 0.533 / 4.23
finish: 3900 / 0.527 / 4.27
detailed placement: 3750 / 0.520 / 4.54
floorplan: 2810 / 0.462 / 5.05
global route: 3900 / 0.566 / 4.00
global placement: 3750 / 0.505 / 4.55
routing by layer:
layer  track usage (%)  part of all wire (%)
met5                 0                     0
met4              1.54                   1.0
met3              5.04                    11
met2              17.7                    45
met1              14.3                    43
cells by family after synthesis:
group | Yosys count | synth area share [%]
AOI/OAI and AO/OA | 53 | 13.9
xor gates and xnor gates | 39 | 12.2
adders and majority gates | 1 | 0.446
buffers and inverters | 109 | 23.8
DFF | 32 | 22.8
muxes | 3 | 1.07
other | 2 | 0.267
and+or+nand+nor | 130 | 25.5
cells in the final DEF (no fill, tap or decap), types with 2 or more instances in the layout:
| cell type | count |
|---|---|
| clkdlybuf4s50_1 | 129 |
| dfxtp_1 | 32 |
| nor2_1 | 32 |
| xnor2_1 | 29 |
| nand2_1 | 20 |
| inv_1 | 16 |
| a211oi_1 | 15 |
| nor3_1 | 13 |
| nand3_1 | 12 |
| nor4_1 | 11 |
| nand4_1 | 10 |
| xor2_1 | 10 |
| buf_4 | 10 |
| and4_1 | 8 |
| a311oi_1 | 8 |
| a2111oi_0 | 8 |
| a21oi_1 | 7 |
| o21ai_0 | 6 |
| or4_1 | 5 |
| clkbuf_16 | 5 |
| and3_1 | 4 |
| a221oi_1 | 4 |
| or3_1 | 3 |
| nor2b_1 | 3 |
| mux2i_1 | 3 |
| conb_1 | 3 |
| nor4_2 | 2 |
| o31ai_1 | 2 |
| clkbuf_8 | 2 |
final cells by class:
type                       count  area (µm²)  area share [%]
inverter                      16        60.1            1.54
sequential                    32         641            16.4
timing repair buffer         139        1370            35.0
multi-input combinational    229        1500            38.5
tap                          143         179            4.58
clock buffer                   7         153            3.91
No activity file was given, so power comes from the tool's default toggle rates.
